===== flow/config.mk =====
export PLATFORM = sky130hd
export DESIGN_NAME = DATA_PATH
export DESIGN_NICKNAME = DATA_PATH
export VERILOG_FILES = /design/flow/design.v
export SDC_FILE = /design/flow/constraint.sdc
export NUM_CORES = 4
export LEC_CHECK = 1
export CORE_AREA = 10 10 106 106
export DIE_AREA = 0 0 116 116

===== flow/constraint.sdc =====
current_design DATA_PATH

set clk_period 3.1
set clk_io_pct 0.2

create_clock -name clk0 -period $clk_period [get_ports {i_clk}]

set non_clock_inputs [all_inputs -no_clocks]
set_input_delay [expr $clk_period * $clk_io_pct] -clock clk0 $non_clock_inputs
set_output_delay [expr $clk_period * $clk_io_pct] -clock clk0 [all_outputs]

===== flow/design.v =====
 module DATA_PATH( i_clk , reset , sum , a_in , b_in ,  p_STATE, Count_out , B_o , A_o);
 parameter WIDTH_2 = 8;
 parameter WIDTH_8 = 4 ;
 input i_clk , reset ;
 input [WIDTH_2-1:0] a_in ;
 input [WIDTH_2-1:0] b_in ;
 output [WIDTH_2-1:0] sum ; 
 output [WIDTH_8-1:0] Count_out ;
 output [WIDTH_2-1:0] B_o ;
 output [WIDTH_2-1:0] A_o ;
 wire [WIDTH_2-1:0] s_out ;  
 wire s ;
 wire Run ;
 output p_STATE ;
 assign Run = |Count_out ;
 control_FSM CU( i_clk , reset , A_o , B_o , p_STATE , s );
 Shift_Reg_b B_REG ( b_in , B_o ,i_clk ,  reset , 1'b1) ;  
 Shift_Reg_a A_REG ( a_in , A_o , i_clk , reset , 1'b1  );
 Shift_reg_sum SUM_reg( 8'b0 , sum , i_clk ,s ,  reset , Run );
 down_counter DOWN_COUNTER(i_clk , reset ,Run , Count_out);
 endmodule
`timescale 1ns / 1ps
module Shift_Reg_a( A_in , A_o , i_clk , ld_A , shift_A  );
parameter N = 8;
input i_clk ;
input [N-1:0] A_in ;
input ld_A ;
input shift_A ;
output reg [N-1:0] A_o ;
always @ (posedge i_clk )
begin
 if (ld_A)
  begin
   A_o <= A_in ;
   end
          else if (shift_A)
     begin
      A_o <= {A_in, A_o[7:1]} ;       
       end
       else
         begin
       A_o <= 8'b0000_0000;
       end
       end
endmodule
`timescale 1ns / 1ps
module Shift_Reg_b ( B_in , B_o , i_clk ,  ld_B , shift_B  );
parameter N2 = 8;
input i_clk ;
input [N2-1:0] B_in ;
input ld_B ;
input shift_B ;
output reg [N2-1:0] B_o ;
always @ (posedge i_clk )
          begin
        if (ld_B)
                  begin
            B_o <= B_in ;
              end
             else if (shift_B)
               begin
                         B_o <= {B_in, B_o[7:1]} ;  
       end
           else
     begin
       B_o <= 8'b0000_0000;
       end
   end
endmodule
`timescale 1ns / 1ps
module control_FSM( i_clk , reset , A_o , B_o , p_STATE, s_reg  );
parameter WIDTH5 = 8;
input i_clk ;
input reset ;
input [WIDTH5-1:0] A_o , B_o ;
output reg  p_STATE ;
reg  nEXT_STATE ; 
parameter G = 0 ;
parameter H = 1 ;
output reg s_reg ;
always @ (posedge i_clk)
 begin
    if (reset ==1'b1)
      begin
        p_STATE <= G ;
          end
     else
       begin
        p_STATE <= nEXT_STATE ;
          end
       end
 always @ (A_o or B_o or p_STATE )
   begin
      case (p_STATE )
        G : begin
              s_reg = A_o[0]^B_o[0] ; 
                if (A_o[0]& B_o[0])
                 nEXT_STATE = H ;
                  else
                   nEXT_STATE = G ;
                   end 
        H : begin
              s_reg = ~(A_o[0]^B_o[0]);
                 if (~A_o[0]& ~B_o[0])
                    nEXT_STATE = G ;
                     else
                      nEXT_STATE = H  ;
                       end
                  default : nEXT_STATE = G ;
             endcase
        end     
endmodule
`timescale 1ns / 1ps
module down_counter(
i_clk , reset ,en , Count_out
    );
	 parameter DATA_WIDTH = 4 ;
input i_clk ;
input reset ;
input en ;
output reg [DATA_WIDTH-1:0] Count_out ;
always @ (posedge i_clk)
 begin
        if (reset==1'b1)
          begin
           Count_out <= 4'b1000 ;
            end
         else if (en==1'b1) 
            begin
              Count_out <= Count_out - 1'b1 ;
                end
             else
                begin
                   Count_out <= 4'b0000 ; 
                    end  
            end                
endmodule
`timescale 1ns / 1ps
module Shift_reg_sum ( s_in , s_out , i_clk ,w3 ,  reset , shift_s );
parameter N3 = 8;
input i_clk ;
input reset ;
input [N3-1:0] s_in ;
input shift_s ;
input w3 ;
output reg [N3-1:0] s_out ;
always @ (posedge i_clk )
          begin
        if (reset)
                  begin
            s_out <= s_in ;
              end
             else if (shift_s)
               begin
                         s_out <= {s_in, s_out[7:1]} ;     
                  s_out[7] <= w3  ;
       end
           else
     begin
       s_out <= 8'b0000_0000;
       end
   end
endmodule

===== flow/run.sh =====
#!/bin/bash
# OpenROAD 26Q1-2900-gdf79404cd8, Yosys 0.63+post, stock flow scripts
make -C /OpenROAD-flow-scripts/flow DESIGN_CONFIG=/design/flow/config.mk WORK_HOME=/design/flow/orfs finish

==> run summary <==
The flow completed. The run finished with clean final reports. Number of setup violations in the final report landed at 0. Total length of routed wires landed at 2660 um. Along the critical path, the tally of buffer and inverter instances is 1. The most critical hold endpoint after final layout shows a slack of 0.468 ns. Max-capacitance violation count landed at 0.

Yosys reports the multiplexer fraction of the synthesized area as 18.5%. In this run, the number of DRC markers left after iteration 0 of detailed routing was 29. In this run the number of cells on the critical path is 1. The mapped netlist covers 976 um2. The tree is rooted in a sky130_fd_sc_hd__clkbuf_8. TritonCTS built the clock tree. The H-tree was split into 2 levels. After layout, the worst path uses 58.4% of the clock period. The script extracted a total leakage power of 0.603 nW. Total length of routed met3 wires landed at 299 um. The critical path goes through clkdlybuf4s50_1. Timing-limited maximum frequency landed at 553 MHz.

Hold analysis shows the worst path with a depth of 1. The synthesis report gives the async set-or-reset register share as 0%. The timing report gives the clock slew at the launch and capture registers of the worst setup and hold paths as 0.06 ns.

Warnings reported by Yosys during synthesis add up to 5. The critical path endpoint has a required time of 2.48 ns. Final core utilization landed at 18.6%. Synthesis-to-finish area growth landed at 68.8%.

Core area landed at 8850 um2. Post-CTS repair changed the size of 0 cells. Data on the critical path arrives at its endpoint at 1.19 ns.

Number of warnings in the stage logs landed at 26. In the synthesis report, Yosys lists the chip area as 976 um2. Maximum number of buffers from clock root to sink landed at 2.

DRC violation count after routing landed at 0. The global routing report lists combined usage of all routing layers as 4.06%. The worst setup path is launched from a flop. Dividing total power by cell area gives a power density of 600 nW/um2. Logic depth of the worst register-to-register path landed at 4. The count of buffers added on input and output ports is 46.

Looking at the critical path, the highest net fanout was 6. The synthesized netlist devotes 3.85% of its cell area to adder and majority cells. STA reports the tightest min-delay check as being of type flop to flop. STA classifies the critical path endpoint as a primary output.

Final tally of hold violations landed at 0. Count of instantiated cells in the yosys netlist landed at 76. The tree built by TritonCTS fans out to 29 sinks. Measured along the x axis, the die boundary spans 116 um. The worst-case max-slew headroom was logged as 59.3%. Pins over their slew limit in the final report were tallied at 0. Setup skew after layout landed at 0.00369 ns. Per the post-synthesis stats, the area per cell is 12.8 um2.

Routed via count divided by cell count landed at 3.10. The library cell used most frequently in the layout, excluding fill and tap cells, is sky130_fd_sc_hd__clkdlybuf4s50_1. Once detail routing completed, the nets flagged for antenna violations numbered 0.

The later pin in the worst-skew pair is clocked with a latency of 0.27 ns. Total power after layout landed at 990 uW. The critical path is of the flop to primary output type. Setup repair after global routing left no endpoint under its margin.

The floorplan report gives the top-level pin count as 47. In the log, the iteration count for the first detailed-route pass is 2. Clock tree synthesis inserted a total of 5 buffers. Number of buffers added for setup after CTS landed at 0. In this run the VDD rail shows a maximum IR drop of 134 uV. Met1 wire length landed at 1080 um. According to the floorplan report, the total die area is 13500 um2. Count of flip-flops with a built-in enable after synthesis landed at 0. The synthesized netlist devotes 3.08% of its cell area to compound gates. After routing, the total negative slack on setup checks comes to 0 ns. Weighted congestion at the end of routability-driven global placement landed at 0.670. Setup slack closes at 1.29 ns. Xor/xnor share of the synthesized area landed at 0.897%. First-pass GRT wire length landed at 4270 um. Number of rows in the core area landed at 34.

Vertical die size landed at 116 um. Subtracting the final worst setup slack from the clock period gives 1.81 ns. Hold buffer count at cts landed at 0. Tally of unique sky130hd cells used after synthesis landed at 17. The synthesized netlist devotes 10.9% of its cell area to simple gates.

The routed layout has 728 vias. Slew of the pin with the lowest slew margin landed at 0.609 ns. The post-route netlist has 18.9% of its cells at a drive strength greater than 1. In the routed netlist, the antenna diode instances number 0. Ranking logic cells in the layout by count gives the top entries sky130_fd_sc_hd__clkdlybuf4s50_1 (46), sky130_fd_sc_hd__dfxtp_1 (29), sky130_fd_sc_hd__mux2_2 (16). Number of global-route vias before repair landed at 796. The detailed router used layers up to and including met4. For reference, the top logic cell family by area is multiplexers.

The detailed router reports a met2 wire length of 1240 um. Share of the yosys chip area belonging to registers landed at 59.5%. STA on the placed design reports a worst setup slack of 1.15 ns. Number of antenna violations at the first check in global routing landed at 0. Per the STA report, the cell with the highest stage delay on the worst path is sky130_fd_sc_hd__clkdlybuf4s50_1.

Before placement the cells fill 11.0% of the core. Number of synthesized register bits landed at 29. The synthesis report names the predominant flop master as sky130_fd_sc_hd__dfxtp_1. The timing report attributes the biggest portion of critical-path delay to buffers and inverters. Synthesized instance count landed at 76. Final HPWL from detailed placement landed at 2010 um. Total overflow reported by the global router landed at 0. Entering global routing, the biggest net connects 30 pins. Mean routed wirelength per cell landed at 11.3 um. Among all stages on the critical path, the maximum delay recorded is 0.50 ns.
-- layout make-up --
type / count / area [um2]
clock buffer: 7 / 86.3
fill: 965 / 7200
inverter: 4 / 15.0
multi-input combinational: 40 / 363
sequential: 29 / 581
tap: 108 / 135
timing repair buffer: 47 / 468
-- worst paths after layout --
kind	from	end	slack, ns
worst min register to register	SUM_reg.s_out[3]	SUM_reg.s_out[2]	0.47
worst max register to register	DOWN_COUNTER.Count_out[0]	SUM_reg.s_out[3]	1.70
worst min-delay path	SUM_reg.s_out[3]	SUM_reg.s_out[2]	0.47
worst max-delay path	DOWN_COUNTER.Count_out[2]	Count_out[2]	1.29
-- cell usage after synthesis, types with 2 or more instances --
cell type,count,area (um2)
sky130_fd_sc_hd__buf_2,2,10.0
sky130_fd_sc_hd__dfxtp_1,29,581
sky130_fd_sc_hd__ha_1,3,37.5
sky130_fd_sc_hd__inv_1,4,15.0
sky130_fd_sc_hd__mux2_2,16,180
sky130_fd_sc_hd__nor2_1,2,7.51
sky130_fd_sc_hd__nor3_1,4,20.0
sky130_fd_sc_hd__nor3b_1,7,52.6
-- state kept, by name, indices dropped and copies added, names as in the netlist --
register	count
A_REG.A_o	8
B_REG.B_o	8
CU.p_STATE	1
DOWN_COUNTER.Count_out	4
SUM_reg.s_out	8
-- kinds of logic (layout without fill, tap and decap cells) --
| kind of cell | Yosys count | after routing |
|---|---|---|
| fa+ha+maj | 3 | 3 |
| xor+xnor | 1 | 1 |
| simple gates | 16 | 16 |
| mux | 16 | 16 |
| compound gates | 4 | 4 |
| flops | 29 | 29 |
| buf+inv | 7 | 58 |
-- per-layer routing --
layer  GRT usage (%)  up-vias
li1                -      360
met1            4.63      331
met2            6.56       30
met3            2.46        7
met4           0.584        0
met5               0        -
-- where the power goes --
part | internal, mW | switching (mW) | leakage [nW]
Clock | 0.176 | 0.138 | 0.0443
Sequential | 0.422 | 0.0405 | 0.242
Combinational | 0.153 | 0.0600 | 0.318
-- through the flow --
stage,instance area [um2],cells
final,1650,235
after CTS,1650,235
after detailed placement,1560,228
after floorplan,976,76
after global routing,1650,235
after global placement,1560,228
Power and IR drop assume default switching activity.
